File: flow/design.v
module std_fp_add #(
    parameter WIDTH = 32,
    parameter INT_WIDTH = 16,
    parameter FRAC_WIDTH = 16
) (
    input  logic [WIDTH-1:0] left,
    input  logic [WIDTH-1:0] right,
    output logic [WIDTH-1:0] out
);
  assign out = left + right;
endmodule
module std_fp_sub #(
    parameter WIDTH = 32,
    parameter INT_WIDTH = 16,
    parameter FRAC_WIDTH = 16
) (
    input  logic [WIDTH-1:0] left,
    input  logic [WIDTH-1:0] right,
    output logic [WIDTH-1:0] out
);
  assign out = left - right;
endmodule
module std_fp_mult_pipe #(
    parameter WIDTH = 32,
    parameter INT_WIDTH = 16,
    parameter FRAC_WIDTH = 16,
    parameter SIGNED = 0
) (
    input  logic [WIDTH-1:0] left,
    input  logic [WIDTH-1:0] right,
    input  logic             go,
    input  logic             clk,
    input  logic             reset,
    output logic [WIDTH-1:0] out,
    output logic             done
);
  logic [WIDTH-1:0]          rtmp;
  logic [WIDTH-1:0]          ltmp;
  logic [(WIDTH << 1) - 1:0] out_tmp;
  logic done_buf[2:0];
  assign done = done_buf[2];
  assign out = out_tmp[(WIDTH << 1) - INT_WIDTH - 1 : WIDTH - INT_WIDTH];
  logic start;
  assign start = go & done_buf[0] == 0 & done_buf[1] == 0;
  always_ff @(posedge clk) begin
    if (start)
      done_buf[0] <= 1;
    else
      done_buf[0] <= 0;
  end
  always_ff @(posedge clk) begin
    if (go) begin
      done_buf[2] <= done_buf[1];
      done_buf[1] <= done_buf[0];
    end else begin
      done_buf[2] <= 0;
      done_buf[1] <= 0;
    end
  end
  always_ff @(posedge clk) begin
    if (reset) begin
      rtmp <= 0;
      ltmp <= 0;
      out_tmp <= 0;
    end else if (go) begin
      if (SIGNED) begin
        rtmp <= $signed(right);
        ltmp <= $signed(left);
        out_tmp <= $signed(
          { {WIDTH{ltmp[WIDTH-1]}}, ltmp} *
          { {WIDTH{rtmp[WIDTH-1]}}, rtmp}
        );
      end else begin
        rtmp <= right;
        ltmp <= left;
        out_tmp <= ltmp * rtmp;
      end
    end else begin
      rtmp <= 0;
      ltmp <= 0;
      out_tmp <= out_tmp;
    end
  end
endmodule
module std_fp_div_pipe #(
  parameter WIDTH = 32,
  parameter INT_WIDTH = 16,
  parameter FRAC_WIDTH = 16
) (
    input  logic             go,
    input  logic             clk,
    input  logic             reset,
    input  logic [WIDTH-1:0] left,
    input  logic [WIDTH-1:0] right,
    output logic [WIDTH-1:0] out_remainder,
    output logic [WIDTH-1:0] out_quotient,
    output logic             done
);
    localparam ITERATIONS = WIDTH + FRAC_WIDTH;
    logic [WIDTH-1:0] quotient, quotient_next;
    logic [WIDTH:0] acc, acc_next;
    logic [$clog2(ITERATIONS)-1:0] idx;
    logic start, running, finished, dividend_is_zero;
    assign start = go && !running;
    assign dividend_is_zero = start && left == 0;
    assign finished = idx == ITERATIONS - 1 && running;
    always_ff @(posedge clk) begin
      if (reset || finished || dividend_is_zero)
        running <= 0;
      else if (start)
        running <= 1;
      else
        running <= running;
    end
    always_comb begin
      if (acc >= {1'b0, right}) begin
        acc_next = acc - right;
        {acc_next, quotient_next} = {acc_next[WIDTH-1:0], quotient, 1'b1};
      end else begin
        {acc_next, quotient_next} = {acc, quotient} << 1;
      end
    end
    always_ff @(posedge clk) begin
      if (dividend_is_zero || finished)
        done <= 1;
      else
        done <= 0;
    end
    always_ff @(posedge clk) begin
      if (running)
        idx <= idx + 1;
      else
        idx <= 0;
    end
    always_ff @(posedge clk) begin
      if (reset) begin
        out_quotient <= 0;
        out_remainder <= 0;
      end else if (start) begin
        out_quotient <= 0;
        out_remainder <= left;
      end else if (go == 0) begin
        out_quotient <= out_quotient;
        out_remainder <= out_remainder;
      end else if (dividend_is_zero) begin
        out_quotient <= 0;
        out_remainder <= 0;
      end else if (finished) begin
        out_quotient <= quotient_next;
        out_remainder <= out_remainder;
      end else begin
        out_quotient <= out_quotient;
        if (right <= out_remainder)
          out_remainder <= out_remainder - right;
        else
          out_remainder <= out_remainder;
      end
    end
    always_ff @(posedge clk) begin
      if (reset) begin
        acc <= 0;
        quotient <= 0;
      end else if (start) begin
        {acc, quotient} <= {{WIDTH{1'b0}}, left, 1'b0};
      end else begin
        acc <= acc_next;
        quotient <= quotient_next;
      end
    end
endmodule
module std_fp_gt #(
    parameter WIDTH = 32,
    parameter INT_WIDTH = 16,
    parameter FRAC_WIDTH = 16
) (
    input  logic [WIDTH-1:0] left,
    input  logic [WIDTH-1:0] right,
    output logic             out
);
  assign out = left > right;
endmodule
module std_fp_sadd #(
    parameter WIDTH = 32,
    parameter INT_WIDTH = 16,
    parameter FRAC_WIDTH = 16
) (
    input  signed [WIDTH-1:0] left,
    input  signed [WIDTH-1:0] right,
    output signed [WIDTH-1:0] out
);
  assign out = $signed(left + right);
endmodule
module std_fp_ssub #(
    parameter WIDTH = 32,
    parameter INT_WIDTH = 16,
    parameter FRAC_WIDTH = 16
) (
    input  signed [WIDTH-1:0] left,
    input  signed [WIDTH-1:0] right,
    output signed [WIDTH-1:0] out
);
  assign out = $signed(left - right);
endmodule
module std_fp_smult_pipe #(
    parameter WIDTH = 32,
    parameter INT_WIDTH = 16,
    parameter FRAC_WIDTH = 16
) (
    input  [WIDTH-1:0]              left,
    input  [WIDTH-1:0]              right,
    input  logic                    reset,
    input  logic                    go,
    input  logic                    clk,
    output logic [WIDTH-1:0]        out,
    output logic                    done
);
  std_fp_mult_pipe #(
    .WIDTH(WIDTH),
    .INT_WIDTH(INT_WIDTH),
    .FRAC_WIDTH(FRAC_WIDTH),
    .SIGNED(1)
  ) comp (
    .clk(clk),
    .done(done),
    .reset(reset),
    .go(go),
    .left(left),
    .right(right),
    .out(out)
  );
endmodule
module std_fp_sdiv_pipe #(
    parameter WIDTH = 32,
    parameter INT_WIDTH = 16,
    parameter FRAC_WIDTH = 16
) (
    input                     clk,
    input                     go,
    input                     reset,
    input  signed [WIDTH-1:0] left,
    input  signed [WIDTH-1:0] right,
    output signed [WIDTH-1:0] out_quotient,
    output signed [WIDTH-1:0] out_remainder,
    output logic              done
);
  logic signed [WIDTH-1:0] left_abs, right_abs, comp_out_q, comp_out_r, right_save, out_rem_intermediate;
  logic different_signs, left_sign, right_sign;
  always_ff @(posedge clk) begin
    if (go) begin
      right_save <= right_abs;
      left_sign <= left[WIDTH-1];
      right_sign <= right[WIDTH-1];
    end else begin
      left_sign <= left_sign;
      right_save <= right_save;
      right_sign <= right_sign;
    end
  end
  assign right_abs = right[WIDTH-1] ? -right : right;
  assign left_abs = left[WIDTH-1] ? -left : left;
  assign different_signs = left_sign ^ right_sign;
  assign out_quotient = different_signs ? -comp_out_q : comp_out_q;
  assign out_rem_intermediate = different_signs & |comp_out_r ? $signed(right_save - comp_out_r) : comp_out_r;
  assign out_remainder = right_sign ? -out_rem_intermediate : out_rem_intermediate;
  std_fp_div_pipe #(
    .WIDTH(WIDTH),
    .INT_WIDTH(INT_WIDTH),
    .FRAC_WIDTH(FRAC_WIDTH)
  ) comp (
    .reset(reset),
    .clk(clk),
    .done(done),
    .go(go),
    .left(left_abs),
    .right(right_abs),
    .out_quotient(comp_out_q),
    .out_remainder(comp_out_r)
  );
endmodule
module std_fp_sgt #(
    parameter WIDTH = 32,
    parameter INT_WIDTH = 16,
    parameter FRAC_WIDTH = 16
) (
    input  logic signed [WIDTH-1:0] left,
    input  logic signed [WIDTH-1:0] right,
    output logic signed             out
);
  assign out = $signed(left > right);
endmodule
module std_fp_slt #(
    parameter WIDTH = 32,
    parameter INT_WIDTH = 16,
    parameter FRAC_WIDTH = 16
) (
   input logic signed [WIDTH-1:0] left,
   input logic signed [WIDTH-1:0] right,
   output logic signed            out
);
  assign out = $signed(left < right);
endmodule
module std_mult_pipe #(
    parameter WIDTH = 32
) (
    input  logic [WIDTH-1:0] left,
    input  logic [WIDTH-1:0] right,
    input  logic             reset,
    input  logic             go,
    input  logic             clk,
    output logic [WIDTH-1:0] out,
    output logic             done
);
  std_fp_mult_pipe #(
    .WIDTH(WIDTH),
    .INT_WIDTH(WIDTH),
    .FRAC_WIDTH(0),
    .SIGNED(0)
  ) comp (
    .reset(reset),
    .clk(clk),
    .done(done),
    .go(go),
    .left(left),
    .right(right),
    .out(out)
  );
endmodule
module std_div_pipe #(
    parameter WIDTH = 32
) (
    input                    reset,
    input                    clk,
    input                    go,
    input        [WIDTH-1:0] left,
    input        [WIDTH-1:0] right,
    output logic [WIDTH-1:0] out_remainder,
    output logic [WIDTH-1:0] out_quotient,
    output logic             done
);
  logic [WIDTH-1:0] dividend;
  logic [(WIDTH-1)*2:0] divisor;
  logic [WIDTH-1:0] quotient;
  logic [WIDTH-1:0] quotient_msk;
  logic start, running, finished, dividend_is_zero;
  assign start = go && !running;
  assign finished = quotient_msk == 0 && running;
  assign dividend_is_zero = start && left == 0;
  always_ff @(posedge clk) begin
    if (finished || dividend_is_zero)
      done <= 1;
    else
      done <= 0;
  end
  always_ff @(posedge clk) begin
    if (reset || finished || dividend_is_zero)
      running <= 0;
    else if (start)
      running <= 1;
    else
      running <= running;
  end
  always_ff @(posedge clk) begin
    if (dividend_is_zero || start) begin
      out_quotient <= 0;
      out_remainder <= 0;
    end else if (finished) begin
      out_quotient <= quotient;
      out_remainder <= dividend;
    end else begin
      out_quotient <= out_quotient;
      out_remainder <= out_remainder;
    end
  end
  always_ff @(posedge clk) begin
    if (start)
      quotient_msk <= 1 << WIDTH - 1;
    else if (running)
      quotient_msk <= quotient_msk >> 1;
    else
      quotient_msk <= quotient_msk;
  end
  always_ff @(posedge clk) begin
    if (start)
      quotient <= 0;
    else if (divisor <= dividend)
      quotient <= quotient | quotient_msk;
    else
      quotient <= quotient;
  end
  always_ff @(posedge clk) begin
    if (start)
      dividend <= left;
    else if (divisor <= dividend)
      dividend <= dividend - divisor;
    else
      dividend <= dividend;
  end
  always_ff @(posedge clk) begin
    if (start) begin
      divisor <= right << WIDTH - 1;
    end else if (finished) begin
      divisor <= 0;
    end else begin
      divisor <= divisor >> 1;
    end
  end
endmodule
module std_sadd #(
    parameter WIDTH = 32
) (
    input  signed [WIDTH-1:0] left,
    input  signed [WIDTH-1:0] right,
    output signed [WIDTH-1:0] out
);
  assign out = $signed(left + right);
endmodule
module std_ssub #(
    parameter WIDTH = 32
) (
    input  signed [WIDTH-1:0] left,
    input  signed [WIDTH-1:0] right,
    output signed [WIDTH-1:0] out
);
  assign out = $signed(left - right);
endmodule
module std_smult_pipe #(
    parameter WIDTH = 32
) (
    input  logic                    reset,
    input  logic                    go,
    input  logic                    clk,
    input  signed       [WIDTH-1:0] left,
    input  signed       [WIDTH-1:0] right,
    output logic signed [WIDTH-1:0] out,
    output logic                    done
);
  std_fp_mult_pipe #(
    .WIDTH(WIDTH),
    .INT_WIDTH(WIDTH),
    .FRAC_WIDTH(0),
    .SIGNED(1)
  ) comp (
    .reset(reset),
    .clk(clk),
    .done(done),
    .go(go),
    .left(left),
    .right(right),
    .out(out)
  );
endmodule
module std_sdiv_pipe #(
    parameter WIDTH = 32
) (
    input                           reset,
    input                           clk,
    input                           go,
    input  logic signed [WIDTH-1:0] left,
    input  logic signed [WIDTH-1:0] right,
    output logic signed [WIDTH-1:0] out_quotient,
    output logic signed [WIDTH-1:0] out_remainder,
    output logic                    done
);
  logic signed [WIDTH-1:0] left_abs, right_abs, comp_out_q, comp_out_r, right_save, out_rem_intermediate;
  logic different_signs, left_sign, right_sign;
  always_ff @(posedge clk) begin
    if (go) begin
      right_save <= right_abs;
      left_sign <= left[WIDTH-1];
      right_sign <= right[WIDTH-1];
    end else begin
      left_sign <= left_sign;
      right_save <= right_save;
      right_sign <= right_sign;
    end
  end
  assign right_abs = right[WIDTH-1] ? -right : right;
  assign left_abs = left[WIDTH-1] ? -left : left;
  assign different_signs = left_sign ^ right_sign;
  assign out_quotient = different_signs ? -comp_out_q : comp_out_q;
  assign out_rem_intermediate = different_signs & |comp_out_r ? $signed(right_save - comp_out_r) : comp_out_r;
  assign out_remainder = right_sign ? -out_rem_intermediate : out_rem_intermediate;
  std_div_pipe #(
    .WIDTH(WIDTH)
  ) comp (
    .reset(reset),
    .clk(clk),
    .done(done),
    .go(go),
    .left(left_abs),
    .right(right_abs),
    .out_quotient(comp_out_q),
    .out_remainder(comp_out_r)
  );
endmodule
module std_sgt #(
    parameter WIDTH = 32
) (
    input  signed [WIDTH-1:0] left,
    input  signed [WIDTH-1:0] right,
    output signed             out
);
  assign out = $signed(left > right);
endmodule
module std_slt #(
    parameter WIDTH = 32
) (
    input  signed [WIDTH-1:0] left,
    input  signed [WIDTH-1:0] right,
    output signed             out
);
  assign out = $signed(left < right);
endmodule
module std_seq #(
    parameter WIDTH = 32
) (
    input  signed [WIDTH-1:0] left,
    input  signed [WIDTH-1:0] right,
    output signed             out
);
  assign out = $signed(left == right);
endmodule
module std_sneq #(
    parameter WIDTH = 32
) (
    input  signed [WIDTH-1:0] left,
    input  signed [WIDTH-1:0] right,
    output signed             out
);
  assign out = $signed(left != right);
endmodule
module std_sge #(
    parameter WIDTH = 32
) (
    input  signed [WIDTH-1:0] left,
    input  signed [WIDTH-1:0] right,
    output signed             out
);
  assign out = $signed(left >= right);
endmodule
module std_sle #(
    parameter WIDTH = 32
) (
    input  signed [WIDTH-1:0] left,
    input  signed [WIDTH-1:0] right,
    output signed             out
);
  assign out = $signed(left <= right);
endmodule
module std_slsh #(
    parameter WIDTH = 32
) (
    input  signed [WIDTH-1:0] left,
    input  signed [WIDTH-1:0] right,
    output signed [WIDTH-1:0] out
);
  assign out = left <<< right;
endmodule
module std_srsh #(
    parameter WIDTH = 32
) (
    input  signed [WIDTH-1:0] left,
    input  signed [WIDTH-1:0] right,
    output signed [WIDTH-1:0] out
);
  assign out = left >>> right;
endmodule
File: flow/run.sh
#!/bin/bash
# OpenROAD 26Q1-2900-gdf79404cd8, Yosys 0.63+post, stock flow scripts
make -C /OpenROAD-flow-scripts/flow DESIGN_CONFIG=/design/flow/config.mk WORK_HOME=/design/flow/orfs finish
File: flow/config.mk
export PLATFORM = sky130hd
export DESIGN_NAME = std_fp_sdiv_pipe
export DESIGN_NICKNAME = std_fp_sdiv_pipe
export VERILOG_FILES = /design/flow/design.v
export SDC_FILE = /design/flow/constraint.sdc
export NUM_CORES = 4
export LEC_CHECK = 1
export CORE_UTILIZATION = 50
File: flow/constraint.sdc
current_design std_fp_sdiv_pipe

set clk_period 17.3
set clk_io_pct 0.2

create_clock -name clk0 -period $clk_period [get_ports {clk}]

set non_clock_inputs [all_inputs -no_clocks]
set_input_delay [expr $clk_period * $clk_io_pct] -clock clk0 $non_clock_inputs
set_output_delay [expr $clk_period * $clk_io_pct] -clock clk0 [all_outputs]
==> impl_metrics.env <==
# flow metrics
export IMPL_synthesized_registers=171
export IMPL_startpoint_type="input port"
export IMPL_layout_filler_cells=2592
export IMPL_cts_repair_timing_setup_buffer_count=0
export IMPL_synthToLayoutAreaGrowth_pct=15.2
export IMPL_cts_clk_slew_worst_paths_ns=0.08
export IMPL_htree_levels=4
export IMPL_cts_tree="done"
export IMPL_timing_worst_slew_pin_value_ns=0.802
export IMPL_r2r_setup_slack_ns=13.11
export IMPL_cpMaxStageDelayCell="sky130_fd_sc_hd__or4_4"
export IMPL_synth_lib_cells_used_distinct=87
export IMPL_cts_max_path_buffers=2
export IMPL_die_size_y_um=173
export IMPL_worst_endpoint_required_ns=17.60
export IMPL_rr_endpoint="comp.out_remainder[25]$_SDFFE_PP0P_"
export IMPL_hold_path_class="reg2reg"
export IMPL_root_buffer="sky130_fd_sc_hd__clkbuf_16"
export IMPL_finalWorstPathRequiredPeriod_ns=8.82
export IMPL_finalMaxSlewViolations=0
export IMPL_layout_core_utilization_pct=58.6
export IMPL_netlist_top_cell_by_area="sky130_fd_sc_hd__dfxtp_1"
export IMPL_drive_above_1_share_pct=4.73
export IMPL_netlist_instances=1896
export IMPL_cts_hold_buffers_added=0
export IMPL_n_antenna_cell=0
export IMPL_ctsResizeCount=0
export IMPL_path_delay_family="simple AND/OR/NAND/NOR gates"
export IMPL_grt_total_usage_pct=30.4
export IMPL_finalClockPeriodUsage_pct=51.0
export IMPL_max_vdd_ir_drop_v=0.0000606
export IMPL_post_synth_instance_area_um2=14600
export IMPL_synth_edff_count=34
export IMPL_outcome="completed"
export IMPL_post_layout_total_power_mw=1.57
export IMPL_synth_top_cell_area_share_pct=18.7
export IMPL_die_area_um2=29900
export IMPL_placement_rows=62
export IMPL_initial_core_util_pct=50.8
export IMPL_common_cells="201 x sky130_fd_sc_hd__nand2_1, 154 x sky130_fd_sc_hd__nor2_1, 152 x sky130_fd_sc_hd__a21oi_1, 137 x sky130_fd_sc_hd__dfxtp_1, 114 x sky130_fd_sc_hd__inv_1"
export IMPL_yosys_cells=1896
export IMPL_max_cap_violations=0
export IMPL_cellLeakagePower_nw=6.72
export IMPL_finalSetupTns_ns=0
export IMPL_num_io_pins=132
export IMPL_synth_yosys_warnings=2
export IMPL_grt_pass1_vias=12694
export IMPL_worst_hold_path_endpoint="comp.acc[0]$_SDFF_PP0_"
export IMPL_drcViolationCount=0
export IMPL_final_setup_skew_ns=0.0115
export IMPL_grt_pass1_wl_mm=69.9
export IMPL_worstReg2RegStart="comp.out_remainder[0]$_SDFFE_PP0P_"
export IMPL_largest_net_degree_at_the_start_of_global_routing=68
export IMPL_timing_critical_path_fanout_max=36
export IMPL_worstPathCellList="clkdlybuf4s50_1, or4_4, or4_4, or3_1, or3_1, o31ai_1, xnor2_1, inv_1, ha_1, a21o_1, a21o_1, a21oi_1, o21ai_0, a211o_1, a21oi_1, nor3b_1, o21a_1, buf_4, o221a_2, a211oi_2"
export IMPL_numPortBuffers=131
export IMPL_place_gp_congestion=0.973
export IMPL_critPathCaptureType="flop"
export IMPL_area_reported_by_yosys_stat_um2=14600
export IMPL_clock_sinks=171
export IMPL_wire_per_inst_um=18.4
export IMPL_criticalPathCategory="in2reg"
export IMPL_routed_wl_mm=43.6
export IMPL_numCtsBuffers=17
export IMPL_worstPathBufferInverterCount=3
export IMPL_openroad_warnings=26
export IMPL_dp_hpwl_mm=34.8
export IMPL_firstDrtPassIters=5
export IMPL_r2r_worst_path_cells=15
export IMPL_synth_async_sr_flop_share_pct=0
export IMPL_hold_path_cell_count=2
export IMPL_setup_viol=0
export IMPL_critPathArrivalTime_ns=9.12
export IMPL_timing_final_hold_violations=0
export IMPL_antenna_violating_nets_post_route=0
export IMPL_routed_via_density=5.85
export IMPL_clkLatencyLatePin_ns=0.44
export IMPL_rsz0062_at_grt="false"
export IMPL_antenna_found_initial=0
export IMPL_cp_slowest_stage_delay_ns=0.57
export IMPL_synth_most_common_cell="sky130_fd_sc_hd__nand2_1"
export IMPL_hold_path_startpoint="comp.quotient[31]$_SDFF_PP0_"
export IMPL_core_area_um2=28800
export IMPL_timing_fmax_ghz=0.113
export IMPL_timing_slew_headroom_pct=46.5
export IMPL_die_width_um=173
export IMPL_yosys_most_used_dff="sky130_fd_sc_hd__dfxtp_1"
export IMPL_ys_seq_share_pct=25.7
export IMPL_synthTopCellsByArea="sky130_fd_sc_hd__dfxtp_1 19%, sky130_fd_sc_hd__ha_1 8.3%, sky130_fd_sc_hd__edfxtp_1 7.0%, sky130_fd_sc_hd__xnor2_1 6.8%, sky130_fd_sc_hd__a21oi_1 5.2%"
export IMPL_powerDensity_nw_per_um2=92.9
export IMPL_grt_overflow_total=0
export IMPL_vias=13876
export IMPL_synth_avg_cell_area_um2=7.72
export IMPL_detail_route_iter0_violations=1055
## worst min-delay path, cell delays in order (launching register included)
cell,delay [ns]
sky130_fd_sc_hd__dfxtp_1,0.30
sky130_fd_sc_hd__nand2_1,0.05
sky130_fd_sc_hd__a21oi_1,0.06
## report_power, final
| part | total (mW) | internal, mW | switching, mW |
|---|---|---|---|
| Combinational | 0.695 | 0.309 | 0.386 |
| Clock | 0.402 | 0.202 | 0.200 |
| Sequential | 0.469 | 0.433 | 0.0353 |
## metal layers
| metal | routed length, um | vias to the layer above | GRT usage [%] |
|---|---|---|---|
| met5 | 0 | - | 0 |
| met4 | 1370 | 0 | 8.04 |
| met3 | 3310 | 48 | 6.10 |
| met2 | 17200 | 454 | 41.3 |
| met1 | 21700 | 6319 | 49.7 |
| li1 | - | 7055 | - |
## worst max path at each step
| stage | startpoint | end | slack (ns) | cells past startpoint |
|---|---|---|---|---|
| after CTS | comp.out_remainder[1]$_SDFFE_PP0P_ | out_remainder[31] | 8.51 | 14 |
| after global routing | comp.out_remainder[1]$_SDFFE_PP0P_ | out_remainder[31] | 8.10 | 14 |
| final | right[7] | comp.out_remainder[25]$_SDFFE_PP0P_ | 8.48 | 20 |
## area by class of cell
cell class / instances / area, um2 / area share [%]
Multi-Input combinational cell: 1518 / 10100 / 59.8
Inverter: 115 / 432 / 2.56
Sequential cell: 171 / 3760 / 22.3
Clock inverter: 15 / 221 / 1.31
Clock buffer: 17 / 425 / 2.52
Timing Repair Buffer: 151 / 1450 / 8.61
Tap cell: 384 / 480 / 2.85
## cells by family after synthesis
logic type                 after synthesis  share of synthesized area (%)
AOI/OAI and AO/OA                      572                           26.1
buffers and inverters                  207                           5.57
muxes                                   18                           1.25
and+or+nand+nor                        636                           21.1
xor gates and xnor gates               190                           11.4
DFF                                    171                           25.7
adders and majority gates              102                           8.84
## state kept, by name, summed over array words and instances, names as in the netlist
| register | cells |
|---|---|
| comp.running | 1 |
| right_sign | 1 |
| comp.out_remainder | 32 |
| comp.acc | 33 |
| comp.idx | 6 |
| comp.done | 1 |
| comp.quotient | 32 |
| right_save | 32 |
| comp.out_quotient | 32 |
| left_sign | 1 |
## metrics by stage
step / cells / instance area, um2 / setup WS (ns) / hold slack, ns
2_1_floorplan: 1896 / 14600 / 9.14 / 0.422
3_3_place_gp: 2339 / 16200 / 8.19 / 0.437
3_5_place_dp: 2339 / 16200 / 8.11 / 0.433
4_1_cts: 2371 / 16900 / 8.51 / 0.459
5_1_grt: 2371 / 16900 / 8.10 / 0.475
6_report: 2371 / 16900 / 8.48 / 0.454
## cells in the final DEF (no fill, tap or decap), drive strengths merged, types with 41 or more instances in the layout
master / count
nor2: 154
dfxtp: 137
o31ai: 47
inv: 121
a211oi: 52
o21ai: 114
ha: 97
nor3: 49
clkdlybuf4s50: 129
nand3: 41
xor2: 77
nand2: 201
xnor2: 113
a21oi: 152
