[./config.mk]
export PLATFORM = sky130hd
export DESIGN_NAME = sqrt
export DESIGN_NICKNAME = sqrt
export VERILOG_FILES = /design/flow/design.v
export SDC_FILE = /design/flow/constraint.sdc
export NUM_CORES = 4
export LEC_CHECK = 1
export CORE_UTILIZATION = 50
[./constraint.sdc]
current_design sqrt

set clk_period 13.9
set clk_io_pct 0.2

create_clock -name clk0 -period $clk_period [get_ports {clk}]

set non_clock_inputs [all_inputs -no_clocks]
set_input_delay [expr $clk_period * $clk_io_pct] -clock clk0 $non_clock_inputs
set_output_delay [expr $clk_period * $clk_io_pct] -clock clk0 [all_outputs]
[./design.v]
module fp_sqrt #(
    parameter WIDTH = 32,
    parameter INT_WIDTH = 16,
    parameter FRAC_WIDTH = 16
) (
    input  logic             clk,
    input  logic             reset,
    input  logic             go,
    input  logic [WIDTH-1:0] in,
    output logic [WIDTH-1:0] out,
    output logic             done
);
    localparam ITERATIONS = WIDTH+FRAC_WIDTH >> 1;
    logic [$clog2(ITERATIONS)-1:0] idx;
    logic [WIDTH-1:0] x, x_next;
    logic [WIDTH-1:0] quotient, quotient_next;
    logic [WIDTH+1:0] acc, acc_next;
    logic [WIDTH+1:0] tmp;
    logic start, running, finished;
    assign start = go && !running;
    assign finished = (ITERATIONS - 1) == idx && running;
    always_ff @(posedge clk) begin
      if (reset || finished)
        running <= 0;
      else if (start)
        running <= 1;
      else
        running <= running;
    end
    always_ff @(posedge clk) begin
      if (running)
        idx <= idx + 1;
      else
        idx <= 0;
    end
    always_comb begin
      tmp = acc - {quotient, 2'b01};
      if (tmp[WIDTH+1]) begin
        {acc_next, x_next} = {acc[WIDTH-1:0], x, 2'b0};
        quotient_next = quotient << 1;
      end else begin
        {acc_next, x_next} = {tmp[WIDTH-1:0], x, 2'b0};
        quotient_next = {quotient[WIDTH-2:0], 1'b1};
      end
    end
    always_ff @(posedge clk) begin
      if (start) begin
        quotient <= 0;
        {acc, x} <= {{WIDTH{1'b0}}, in, 2'b0};
      end else begin
        x <= x_next;
        acc <= acc_next;
        quotient <= quotient_next;
      end
    end
    always_ff @(posedge clk) begin
      if (finished) begin
        done <= 1;
        out <= quotient_next;
      end else if (reset) begin
        done <= 0;
        out <= 0;
      end else begin
        done <= 0;
        out <= out;
      end
    end
endmodule
module sqrt #(
    parameter WIDTH = 32
) (
    input  logic             clk,
    input  logic             go,
    input  logic             reset,
    input  logic [WIDTH-1:0] in,
    output logic [WIDTH-1:0] out,
    output logic             done
);
  fp_sqrt #(
    .WIDTH(WIDTH),
    .INT_WIDTH(WIDTH),
    .FRAC_WIDTH(0)
  ) comp (
    .clk(clk),
    .done(done),
    .reset(reset),
    .go(go),
    .in(in),
    .out(out)
  );
endmodule
[./run.sh]
#!/bin/bash
# OpenROAD 26Q1-2900-gdf79404cd8, Yosys 0.63+post, stock flow scripts
make -C /OpenROAD-flow-scripts/flow DESIGN_CONFIG=/design/flow/config.mk WORK_HOME=/design/flow/orfs finish
==> Changelog: implementation <==
### Changed

* Outcome: completed
* TNS Setup at 0 ns
* Ys flop type: dfxtp_1
* GRT met1 Usage at 0.310
* Power, Total at roughly 1.8 mW
* First-pass GRT wire length at 19500 um
* Data arrival time of the worst path at 4.62 ns
* Syn avg cell area at 9.35 um2
* FFs w/ async S/R, synth at 0
* Clock Skew at 0.00791 ns
* Layout cells sized above 1 at 0.0760
* R2R depth at 12
* Yosys cell types at 57
* DRT antenna net count at 0
* Maxcap violations at 0
* Mapped cell area at a little over 6000 um2
* H-Tree Depth at 4
* Slew @ Worst Pin at 0.830 ns
* Number of detailed-route iterations in the first pass at 4
* CTS Hold Bufs at 0
* Maximum vdd drop at 0.132 mV
* Post-CTS Resized at 0
* Num rows at around 40
* Floorplan core density at 0.512
* Crit path DRT at 14.25 ns
* Ys flops at roughly 130
* Port Buffers at 67
* Die y size at 113 um
* Largest net degree at the start of global routing at 52
* I/O pin total at 68
* GR peak layer: met1
* Register area share after synthesis at 0.488
* Rel. slew slack at 0.447
* Top-area cell type share of the netlist area at 0.332
* M3 GR Usage at 0.0398
* Crit path capture type: flop
* Synth area leader: dfxtp_1
* Vias in the first global route at 4239
* RePlAce Congestion at around 0.9
* Final core occ at 0.629
* Fmax at 235 MHz
* CTS tree: built
* Die area at 12800 um2
* Count of final hold-check violations at 0
* Core area at between 10000 and 15000 um2
* Clk sinks at 134
* Vias per inst at 5.07
* Mapped Cells at 658
* Most frequent logic cell in the layout: nand2_1
* Initial antenna violation count at 0
* DR DRC count at 0
* M2 GR Usage at 0.296
* Final wirelength at 11200 um
* Log Warnings at 26
* Postcts setup bufs at 0
* Warnings, synthesis at 1
* Placed insts at roughly 850
* Total CTS buffers at 17
* EDFF count, synth at 32
* Startpoint types: primary input
* Leak at around 3.2 nW
* Crit path kind: primary input to flop
* Power Dens Cells at 239 nW/um2
* Post-route clock period utilization at 0.307
* Max clock buf depth at 2
* Layout area overhead at 22.8%
* Remaining global-route overflow at 0
* Most frequent cells in the layout: 111 x nand2_1, 102 x dfxtp_1, 75 x nor2_1
* Root Driver: clkbuf_16
* GRT Util Overall at 0.195
* Dpl ws at 9.22 ns
* Hold depth at 2
* Max Slew Vio Count at 0
* Initial drt markers at 169
* Hold Crit Class: flop to flop
* Hold_ws at 0.417 ns
* Final HPWL DP at 7490 um
* WL per Instance at about 13 um
* Clk slew on worst S/H paths at about 0.050 ns
* Final instance area at 7550 um2
* Clock Latency Late Sink at around 0.42 ns
* Final std cells w/o fill at between 800 and 900
* Diode count at 0
* Top cells, area: dfxtp_1 33%, edfxtp_1 16%, nand2_1 6.8%
* Post-layout min period at 4.26 ns
* Crit path setup slack, layout at approximately 9.6 ns
* Final setup vio count at 0
* Yosys stat area at 6150 um2
* DR vias at 4479
* Dpl cell area at between 6000 and 7000 um2
* Die X-Extent at 113 um
* RSZ-0062 raised after global routing: no
* Max FO, Critical Path at 51
* Ys cells at 658
final timing paths:
check / startpoint / endpoint / slack, ns
min: comp.x[2] / comp.x[4] / 0.42
max reg2reg: comp.quotient[2] / comp.acc[7] / 10.13
min reg2reg: comp.x[2] / comp.x[4] / 0.42
max: go / comp.x[7] / 9.64
state kept, by name (all words and copies together) (netlist names):
signal and count:
comp.running 1, comp.x 30, comp.out 32, comp.acc 34, comp.done 1, comp.idx 4, comp.quotient 32
worst max-delay path, cell delays in order:
cell and delay, ns:
clkdlybuf4s50_1 0.50, nor2b_4 0.14, buf_4 0.38, buf_4 0.54, nand2_1 0.13, nand2_1 0.08
area by class of cell:
| type | count | area (um2) |
|---|---|---|
| Clock buffer | 26 | 541 |
| Clock inverter | 6 | 61.3 |
| Fill cell | 965 | 4460 |
| Inverter | 43 | 161 |
| Multi-Input combinational cell | 455 | 2890 |
| Sequential cell | 134 | 3000 |
| Tap cell | 147 | 184 |
| Timing Repair Buffer | 73 | 716 |
cell families after synthesis:
group	synth area share
and+or+nand+nor	0.197
AOI/OAI and AO/OA	0.123
muxes	0.0358
DFF	0.488
xor gates and xnor gates	0.0439
adders and majority gates	0.0671
buffers and inverters	0.0457
per-layer routing:
metal  share of wire  wire length, um  vias to the layer above
met5               0                0                        -
met4           0.017              185                        0
met3           0.039              441                       14
met2            0.43             4850                       79
met1            0.51             5730                     2035
li1                -                -                     2351
power breakdown:
group / internal (mW) / total (mW) / switching (mW) / leakage, nW
combinational: 0.396 / 0.870 / 0.474 / 1.75
clock: 0.285 / 0.442 / 0.157 / 0.297
sequential: 0.466 / 0.496 / 0.0297 / 1.17
total: 1.15 / 1.81 / 0.661 / 3.22
Yosys cell counts (3+ instances only):
cell / number
mux2i_1: 22
nand2b_1: 5
nand2_1: 111
o21bai_1: 8
o211ai_1: 4
ha_1: 33
a2111oi_0: 5
nand4_1: 5
a21oi_1: 31
nand3_1: 6
edfxtp_1: 32
nor2b_1: 5
a21oi_2: 3
o21a_1: 4
clkbuf_1: 21
nor2_1: 75
a211oi_2: 5
o22ai_1: 4
nor3_1: 6
xnor2_1: 18
inv_1: 42
dfxtp_1: 102
a21o_1: 6
and2_1: 39
xor2_1: 11
o21ai_0: 12
or3_1: 5
No activity file was given, so power comes from the tool's default toggle rates.
